===== design.v =====
module ram_2nxm
#(parameter N = 6, M = 32)
(
	input logic clk,
	input logic we,
	input logic [N-1:0] adr,
	input logic [M-1:0] din,
	output logic [M-1:0] dout
);
	logic [M-1:0] mem [1024-1:0];
	always_ff @(posedge clk)
		if (we) mem [adr] <= din;
	assign dout = mem[adr];
endmodule

===== run.sh =====
#!/bin/bash
# OpenROAD 26Q1-2900-gdf79404cd8, Yosys 0.63+post, stock flow scripts
make -C /OpenROAD-flow-scripts/flow DESIGN_CONFIG=/design/flow/config.mk WORK_HOME=/design/flow/orfs finish

===== config.mk =====
export PLATFORM = sky130hd
export DESIGN_NAME = ram_2nxm
export DESIGN_NICKNAME = ram_2nxm
export VERILOG_FILES = /design/flow/design.v
export SDC_FILE = /design/flow/constraint.sdc
export NUM_CORES = 4
export LEC_CHECK = 1
export CORE_UTILIZATION = 50
export SYNTH_MEMORY_MAX_BITS = 65536

===== constraint.sdc =====
current_design ram_2nxm

set clk_period 14.7
set clk_io_pct 0.2

create_clock -name clk0 -period $clk_period [get_ports {clk}]

set non_clock_inputs [all_inputs -no_clocks]
set_input_delay [expr $clk_period * $clk_io_pct] -clock clk0 $non_clock_inputs
set_output_delay [expr $clk_period * $clk_io_pct] -clock clk0 [all_outputs]

==> job_summary.md <==
### Metrics collected by this job

| Metric | Value |
|---|---|
| CP max FO | 50 |
| Hold Path Class | in -> reg |
| Pins Over Slew Limit | 0 |
| Final min period | 10.53 ns |
| WS Path Type | in -> out |
| Layout cell share with drive strength beyond 1 | roughly a quarter |
| Synth Seq Share | 79.2% |
| Initial antenna violation count | 2 |
| I/O pin count | 72 |
| Warnings, synthesis | 1 |
| Max reg flops | 2048 |
| Vias in the first global route | 41200 |
| FMAX | about 95 MHz |
| CTS H-tree depth | 4 |
| Vias/cell | 6.27 |
| DR pass1 iterations | 5 |
| CTS Buf Count | about 200 |
| CTS tree | yes |
| Switch share | 20.7% |
| Top reg by flops | mem |
| Total tool warning count | 26 |
| Row cnt | 144 |
| Total grt overflow | 0 |
| Die width | slightly below 400 um |
| Synthesized instance count | 3494 |
| Die H | ~400 um |
| Setup TNS | 0 ns |
| Commonest flop | edfxtp_1 |
| Max VDD drop | 103 uV |
| Root Driver | clkbuf_16 |
| Top Layout Cells | 2048 x edfxtp_1, 391 x mux4_2, 205 x clkbuf_16 |
| Sequential power share | 54.4% |
| Core Util at FP | 50.4% |
| Slew headroom | 14.9% |
| Most instantiated logic cell after routing | edfxtp_1 |
| Final ANT Viol Nets | 0 |
| Synthesized area per cell | roughly 22 um^2 |
| Global-route wire length before repair | roughly 300000 um |
| Max-Cap Viols | 0 |
| #FFs+latches synth | 2048 |
| RSZ-0062 raised after global routing | false |
| Final Hold Viols | 0 |
| Final Core Density | a little under three fifths |
| Critical Path AT | 7.59 ns |
| Static leakage | 27.3 nW |
| Die footprint | 0.157 mm^2 |
| YS chip area | 0.0776 mm^2 |
| Worst-case clock buffer depth | 3 |
| DR vias | roughly 37000 |
| GPL Wtd Cong | 0.854 |
| Clock power frac | 40.8% |
| Logic pwr share | 4.8% |
| Crit path required time | around 12 ns |
| Initial DRC Count | 1990 |
| Yosys Instances | roughly 3500 |
| Cell Area, Synth | 0.0776 mm^2 |
| Net Sw Power | 0.00246 W |
| Dpl hpwl | 109000 um |
| Post-synth EDFFs | 2048 |
| Crit end category | output port |
| Outcome | complete, no violations |
| Power Dens Cells | 135 mW/mm^2 |
| Netlist cell types | 44 |
| Post-CTS setup buffer count | 0 |
| Worst-path clk slew | 0.06 ns |
| Port Buffers | ~70 |
| Synth async-reset ratio | 0% |
| DRC | 0 |
| WL final | 205000 um |
| Top Registers | mem (2048) |
| Core box area | 0.154 mm^2 |
| Tot GR Track Use | 30.4% |
| Fin crit share | 71.6% |
| Resized Gates After CTS | 0 |
| WL/cell | about 35 um |
| Hold Buf Count CTS | 0 |
| Power after layout | 0.0119 W |
| # setup viols final | 0 |
| Hold slack | 2.41 ns |
| Crit path launch type | input pin |
| Area Growth Syn to Fin | 13.1% |
| Clk sinks | 2048 |
| Cell-internal power | 0.00944 W |
| Largest net degree at the start of global routing | 98 |
| Worst slew pin tran | 1.26 ns |
cell type report:
cell class / count / area [um^2]
Tap cell: 2044 / 2560
Clock inverter: 121 / 951
Sequential cell: 2048 / 61500
Multi-Input combinational cell: 1245 / 15700
Timing Repair Buffer: 235 / 1870
Fill cell: 10800 / 66200
Inverter: 1 / 3.75
Antenna cell: 1 / 2.50
Clock buffer: 241 / 5270
cell families (layout without fill, tap and decap cells):
| group | Yosys count | in the layout | synth area share, % |
|---|---|---|---|
| other | 0 | 1 | 0 |
| and+or+nand+nor | 264 | 264 | 1.74 |
| DFF | 2048 | 2048 | 79.2 |
| AOI/OAI and AO/OA | 347 | 347 | 3.15 |
| buffers and inverters | 201 | 598 | 1.28 |
| muxes | 634 | 634 | 14.6 |
worst paths after layout:
check	from	depth (start not counted)	slack [ns]	to
worst max-delay path	adr[0]	9	4.17	dout[4]
worst min-delay path	din[11]	1	2.41	mem[56][11]
power groups by stage:
stage / logic (W) / clock network [W] / registers, W
final: 0.000572 / 0.00485 / 0.00648
after global routing: 0.000611 / 0.00514 / 0.00648
after CTS: 0.000577 / 0.00493 / 0.00648
cells in the mapped netlist, types with 3 or more instances:
| cell | count | area (um^2) |
|---|---|---|
| o221ai_1 | 33 | 289 |
| and3_1 | 3 | 18.8 |
| nand3b_1 | 3 | 22.5 |
| buf_2 | 69 | 345 |
| edfxtp_1 | 2048 | 61500 |
| a22o_1 | 33 | 289 |
| mux4_2 | 391 | 8810 |
| buf_4 | 20 | 150 |
| nor2b_1 | 7 | 43.8 |
| buf_1 | 15 | 56.3 |
| o22ai_1 | 58 | 363 |
| nand3_1 | 7 | 35.0 |
| nor2_1 | 98 | 368 |
| o21ai_0 | 29 | 145 |
| nor3_1 | 29 | 145 |
| mux2i_1 | 158 | 1580 |
| and4_1 | 28 | 245 |
| clkbuf_1 | 84 | 315 |
| a21oi_1 | 60 | 300 |
| nand2_1 | 44 | 165 |
| nand2b_1 | 4 | 25.0 |
| nand4_1 | 3 | 18.8 |
| a221oi_1 | 29 | 254 |
| a22oi_1 | 94 | 706 |
| a31oi_1 | 3 | 18.8 |
| buf_6 | 10 | 113 |
| mux2_2 | 85 | 957 |
| nor4_1 | 29 | 181 |
per-stage QoR:
| stage | area, um^2 | setup WS, ns | std cells |
|---|---|---|---|
| after CTS | 87800 | 4.05 | 5935 |
| after global routing | 87800 | 3.79 | 5935 |
| after floorplan | 77600 | 7.30 | 3494 |
| after global placement | 81600 | 4.09 | 5573 |
| after detailed placement | 81600 | 4.06 | 5573 |
| final | 87800 | 4.17 | 5936 |
critical path: stages:
cell	delay, ns
buf_8	0.45
buf_4	0.75
buf_4	0.73
buf_4	0.61
mux4_2	0.57
a22oi_1	0.24
and4_1	0.57
a21oi_1	0.12
clkdlybuf4s50_1	0.50
per-layer routing:
layer | global-route usage (%) | part of all wire [%]
met2 | 42.2 | 47
met3 | 28.3 | 21
met4 | 7.22 | 3.1
met5 | 3.36 | 0.35
met1 | 34.8 | 29
No activity file was given, so power comes from the tool's default toggle rates.
