<file path="design/flow/design.v">
module fulladder
(
	input logic a, b, cin,
	output logic s, cout
);
	logic p, g;
	assign p = a ^ b;
	assign g = a & b;
	assign s = p ^ cin;
	assign cout = g | (p & cin);
endmodule
module fulladder_2
(
	input logic a, b, cin,
	output logic s, cout
);
	logic p, g;
	always_comb
		begin
		p = a ^ b; 									 
		g = a & b;									   
		s = p ^ cin; 								 
		cout = g | (p & cin); 	 
		end
endmodule
module carry_lookahead_adder_parameter 
#(parameter 
	width = 32,
	block_size = 4,
	block_number = width/block_size
	)
(
	input logic [width-1:0] a, b,
	input logic cin,
	output logic [width-1:0] s,
	output logic cout
);
	logic [block_number:0] temp;
	logic [block_number-1-1:0] temp_2;
	logic [width-1-block_size:0] g, p;
	logic [block_number-1-1:0] g_block, p_block;
	logic [width-1-block_size:0] g_temp;
	logic [width-1-block_size:0] p_temp;
	assign temp[0] = cin;
	genvar i, j;
	generate
		for(i=0; i<block_number-1; i=i+1) 
			begin: forloop_1
				for(j=0; j<block_size; j=j+1) 
				begin: forloop_2		
					assign	g[block_size*i + j] = a[block_size*i + j] & b[block_size*i + j];
					assign	p[block_size*i + j] = a[block_size*i + j] | b[block_size*i + j];
				end
				assign	g_temp[block_size*i + 0] = g[block_size*i + 0];
				for(j=1; j<block_size; j=j+1) 
				begin: forloop_3
					assign	g_temp[block_size*i + j] = g[block_size*i + j] | p[block_size*i + j] & g_temp[block_size*i + j-1];
				end
				assign g_block[i] = g_temp[block_size*i + block_size-1];
				assign	p_temp[block_size*i + 0] = p[block_size*i + 0];
				for(j=1; j<block_size; j=j+1) 
				begin: forloop_4
					assign	p_temp[block_size*i + j] = p[block_size*i + j] & p_temp[block_size*i + j-1];
				end
				assign p_block[i] = p_temp[block_size*i + block_size-1];
				assign temp[i+1] = g_block[i] | (p_block[i] & temp[i]);
				ripple_carry_adder_parameter #(block_size) cpa(a[block_size*i + block_size-1:block_size*i], 
				b[block_size*i + block_size-1:block_size*i], temp[i], s[block_size*i + block_size-1:block_size*i], temp_2[i]);
			end
		ripple_carry_adder_parameter #(block_size) cpa(a[block_size*(block_number-1) + block_size-1:block_size*(block_number-1)], 
		b[block_size*(block_number-1) + block_size-1:block_size*(block_number-1)], temp[(block_number-1)], 
		s[block_size*(block_number-1) + block_size-1:block_size*(block_number-1)], temp[block_number]);
	endgenerate
	assign cout = temp[block_number];
endmodule
module ripple_carry_adder_parameter 
#(parameter width = 32)
(
	input logic [width-1:0] a, b,
	input logic cin,
	output logic [width-1:0] s,
	output logic cout
);
	logic [width:0] temp;
	assign temp[0] = cin;
	genvar i;
	generate
		for(i=0; i<width; i=i+1) 
			begin: forloop
				fulladder_2 cpa(a[i], b[i], temp[i], s[i], temp[i+1]);
			end
	endgenerate
	assign cout = temp[width];
endmodule
module subtractor_carry_lookahead_parameter
#(parameter width = 8)
(
	input logic [width-1:0] a, b,
	output logic [width-1:0] y
);
	logic [width-1:0] inverted_b;
	logic temp;
	assign inverted_b = ~ b;
	carry_lookahead_adder_parameter #(width) subtraction(a, inverted_b, 1'b1, y, temp);
endmodule
</file>
<file path="design/flow/run.sh">
#!/bin/bash
# OpenROAD 26Q1-2900-gdf79404cd8, Yosys 0.63+post, stock flow scripts
make -C /OpenROAD-flow-scripts/flow DESIGN_CONFIG=/design/flow/config.mk WORK_HOME=/design/flow/orfs finish
</file>
<file path="design/flow/config.mk">
export PLATFORM = sky130hd
export DESIGN_NAME = subtractor_carry_lookahead_parameter
export DESIGN_NICKNAME = subtractor_carry_lookahead_parameter
export VERILOG_FILES = /design/flow/design.v
export SDC_FILE = /design/flow/constraint.sdc
export NUM_CORES = 4
export LEC_CHECK = 1
export CORE_AREA = 10 10 70 70
export DIE_AREA = 0 0 80 80
</file>
<file path="design/flow/constraint.sdc">
current_design subtractor_carry_lookahead_parameter

set clk_period 3.2
set clk_io_pct 0.2

create_clock -name clk0 -period $clk_period

set non_clock_inputs [all_inputs -no_clocks]
set_input_delay [expr $clk_period * $clk_io_pct] -clock clk0 $non_clock_inputs
set_output_delay [expr $clk_period * $clk_io_pct] -clock clk0 [all_outputs]
</file>
==> out/qor.yml <==
final_timing:
  worstMarginPinSlew_ps: 299
  final_max_slew_viol_count: 0
  min_period_over_period_pct: 105
  setup_viol_count_final: 3
  timing.final.crit_period_ps: 3370
  slew_headroom_pct: 79.8
  setup_ws_ps: -170
  fmax_ghz: 0.297
  whs_ps: 1680
  rsz0062_at_grt: "true"
  hold_violations: 0
yosys:
  synth_seq_share_pct: 0
  synth.top_cells.by_area: "fa_1 (26%), ha_1 (26%), inv_1 (17%), buf_4 (15%), xnor2_1 (6.8%)"
  yosysChipArea_um2: 389
  synth_cells: 46
  synthesis.area_um2: 389
  top_area_cell: "fa_1"
  syn_area_per_cell_um2: 8.46
  synth.distinct_cells: 9
  synth_top_area_share_pct: 25.7
  ys_cells: 46
  yosysWarnings: 1
run_status:
  violations: "negative setup slack"
  status: "finished, violations left"
power:
  pwr-share-comb_pct: 100.0
  swShare_pct: 33.4
  switchingPower_uw: 37.2
  pwr_density_cell_mw_per_mm2: 139
  vdd_ir_drop_max_uv: 32.3
  total_power_uw: 111
  power_frac_seq_pct: 0
  pwr-share-clk_pct: 0
  p_int_uw: 74.3
  power.leakage_uw: 0.000395
setup_path:
  worst_ep_required_time_ps: 2560
  cp-start-kind: "input pin"
  crit_slowest_cell: "fa_2"
  critical_path_class: "input pin to output port"
  worstSetupEndpointType: "output port"
  path_max_fanout: 3
  arrival_ps: 2730
  critPathMaxStageDelay_ps: 360
  cpMostUsedCell: "fa_2"
  crit_chain: "buf_8 > ha_4 > nor2b_1 > o21bai_1 > o41ai_2 > fa_2 > fa_2 > fa_2 > xnor2_2 > xnor2_1 > buf_2"
floorplan:
  fp_util_pct: 11.4
  num_rows: 21
  die_w_um: 80
  core_mm2: 0.00342
  die_y_um: 80
  die_area_mm2: 0.00640
  design.portCount: 24
global_route:
  grt_pass1_vias: 403
  grt_pass1_wl_um: 1800
  antenna_found_initial: 0
  track_usage_pct: 3.32
  grt_max_degree: 4
  grt_overflow: 0
placed_design:
  gp_congestion: 0.713
  hpwl_um: 899
  dpl.cell_count: 116
  io_buffers: 24
finish:
  final.fill_count: 364
  drive_gt1_share_pct: 62.0
  final_util_pct: 23.5
  fin_cells: 125
  area_delta_synth_final_pct: 106
  regArea_um2: 0
  ff_count: 0
  n_clock_buffer: 0
hold_path:
  holdCritPathClass: "input pin to output port"
drt:
  vias_per_cell: 2.87
  drtIter0Drc: 2
  post_drt_wl_per_cell_um: 8.57
  n_antenna_cell: 0
  routed_wl_um: 1070
  drt-pass1-iter-count: 2
  drcViolationCount: 0
  vias: 359
  postRouteAntennaNets: 0
flow_run:
  warnings: 41
  drv_cap: 0
final cells by class:
class / count / area (µm²) / area share, %
tap: 46 / 57.6 / 7.18
inverter: 18 / 72.6 / 9.05
timing repair buffer: 41 / 334 / 41.7
multi-input combinational: 20 / 338 / 42.1
cells in the mapped netlist:
cell type and instances:
xnor2_1 3, buf_4 8, fa_1 5, o21bai_1 1, ha_1 8, o41ai_2 1, inv_1 18, nor2b_1 1
a21oi_1 1
power groups by stage:
stage / Combinational, µW / Clock, µW / Sequential (µW)
CTS: 115 / 0 / 0
global route: 126 / 0 / 0
finish: 111 / 0 / 0
final timing paths:
| check | from | end | cells after the start |
|---|---|---|---|
| setup / recovery | b[2] | y[7] | 11 |
| hold / removal | b[3] | y[3] | 4 |
worst max-delay path: cells and delay by family:
family | cells | cell delay, ps
AND/OR/NAND/NOR | 1 | 120
buffers and inverters | 2 | 220
adder cells (fa/ha/maj) | 4 | 1190
XOR/XNOR | 2 | 290
AND-OR/OR-AND | 2 | 250
placed cells by master, fill, tap and decap left out, drive strengths merged:
cell type / count
fa: 5
nor2b: 1
clkdlybuf4s50: 12
o41ai: 1
buf: 27
ha: 8
o21bai: 1
xnor2: 3
clkdlybuf4s15: 1
clkbuf: 1
inv: 18
a21oi: 1
cells by family (layout without fill, tap and decap cells):
logic type               after synthesis  count (layout)  synth area share, %
AND-OR/OR-AND                          3               3                 7.40
XOR/XNOR                               3               3                 6.75
adder cells (fa/ha/maj)               13              13                 51.4
buffers and inverters                 26              59                 32.8
AND/OR/NAND/NOR                        1               1                 1.61
per-layer routing:
metal	track usage (%)	wire (µm)	up-vias
met1	3.70	357	165
met3	1.02	105	0
met5	0	0	-
met4	0	0	0
li1	-	-	185
met2	6.34	608	9
stage by stage:
step                      worst slack [ps]  cell area, µm²  TNS (ps)
after floorplan                      -91.3             404     -91.3
after detailed placement             -1070             702     -3570
after global routing                  -306             802      -820
after CTS                             -342             805      -854
after global placement               -1060             702     -3540
final                                 -170             802      -383
timing repair:
| action | 4_1_cts | 5_1_grt |
|---|---|---|
| cloned | 0 | 0 |
| endpoints found under the setup margin | 6 | 5 |
| buffers inserted | 10 | 1 |
| gates resized | 64 | 3 |
| pin swaps | 13 | 7 |
| endpoints found under the hold margin | 0 | 0 |
| hold buffers | 0 | 0 |
Power figures rest on the tool's default switching activity, not on a simulated workload.
